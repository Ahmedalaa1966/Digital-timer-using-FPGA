### ./design.v
module add3 (
    input      [3:0] i_data ,
    output reg [3:0] o_converted_data
);
always @(*)
begin
    if(i_data<=4)
        o_converted_data = i_data ;
    else if(i_data>=5 && i_data<=9)
        o_converted_data = i_data + 2'b11 ;
    else
        o_converted_data = 4'b0 ;
end
endmodule
module BCD (
    input  [7:0] i_data ,
    output [3:0] o_units, o_tens, o_hunds 
);
    wire [3:0] in_C1 , out_C1 ;
    wire [3:0] in_C2 , out_C2 ;
    wire [3:0] in_C3 , out_C3 ;
    wire [3:0] in_C4 , out_C4 ;
    wire [3:0] in_C5 , out_C5 ;
    wire [3:0] in_C6 , out_C6 ;
    wire [3:0] in_C7 , out_C7 ;
    assign in_C1 =   {1'b0 , i_data[7:5]} ;
    assign in_C2 =   {out_C1[2:0] , i_data[4]} ;
    assign in_C3 =   {out_C2[2:0] , i_data[3]} ;
    assign in_C4 =   {out_C3[2:0] , i_data[2]} ;
    assign in_C5 =   {out_C4[2:0] , i_data[1]} ;
    assign in_C6 =   {1'b0 , out_C1[3] , out_C2[3] , out_C3[3]} ;
    assign in_C7 =   {out_C6[2:0] , out_C4[3]} ;
    assign {o_hunds, o_tens, o_units} = {2'b00, out_C6[3], out_C7[3:0], out_C7[3:0], i_data[0]};
    add3 C1(.i_data(in_C1) , .o_converted_data(out_C1)) ;
    add3 C2(.i_data(in_C2) , .o_converted_data(out_C2)) ;
    add3 C3(.i_data(in_C3) , .o_converted_data(out_C3)) ;
    add3 C4(.i_data(in_C4) , .o_converted_data(out_C4)) ;
    add3 C5(.i_data(in_C5) , .o_converted_data(out_C5)) ;
    add3 C6(.i_data(in_C6) , .o_converted_data(out_C6)) ;
    add3 C7(.i_data(in_C7) , .o_converted_data(out_C7)) ;
endmodule
module timer #(parameter frequency = 32'd50_000_000) (
    input            i_clk ,
    input            i_rst ,
    output reg [5:0] o_seconds ,   
    output reg [5:0] o_minutes ,   
    output reg [6:0] o_hours      
);  
    reg [25:0] counter ;
    localparam SEC = frequency-1 ;
    always @(posedge i_clk or posedge i_rst) begin
        if(i_rst) 
        begin
            o_seconds <= 0 ;
            o_hours   <= 0 ;
            o_minutes <= 0 ;
            counter   <= 0;
        end
        else
        begin
            counter <= counter + 1 ;
            if(counter == SEC) 
            begin
                counter <= 0 ;
                o_seconds <= o_seconds + 1 ;
                if(o_seconds == 6'd59) 
                begin
                    o_seconds <= 0 ;
                    o_minutes <= o_minutes + 1 ;
                    if(o_minutes == 6'd59) 
                    begin
                        o_minutes <= 0 ;
                        o_hours <= o_hours + 1 ;
                        if(o_hours == 7'd99) 
                            o_hours <= 0 ;
                    end
                end
            end
        end
    end    
endmodule
module Top (
    input        i_clk ,
    input        i_rst ,
    output [6:0] o_seconds_1 ,
    output [6:0] o_seconds_2 ,
    output [6:0] o_minutes_1 ,
    output [6:0] o_minutes_2 ,  
    output [6:0] o_hours_1 ,
    output [6:0] o_hours_2 
);
    wire [5:0] timer_seconds , timer_minutes ;
    wire [6:0] timer_hours ;
    wire [11:0] hours_bcd , minutes_bcd , seconds_bcd ;
    timer timer_inst(
        .i_clk(i_clk) ,
        .i_rst(i_rst) ,
        .o_seconds(timer_seconds) ,
        .o_minutes(timer_minutes) ,
        .o_hours(timer_hours)
    );
    BCD BCD_hours_inst(
        .i_data({1'b0 , timer_hours}) ,
        .o_units(hours_bcd[3:0]) ,
        .o_tens(hours_bcd[7:4]) ,
        .o_hunds(hours_bcd[11:8]) 
    );
    BCD BCD_minutes_inst(
        .i_data({1'b0 , timer_minutes}) ,
        .o_units(minutes_bcd[3:0]) ,
        .o_tens(minutes_bcd[7:4]) ,
        .o_hunds(minutes_bcd[11:8]) 
    );
    BCD BCD_seconds_inst(
        .i_data({1'b0 , timer_seconds}) ,
        .o_units(seconds_bcd[3:0]) ,
        .o_tens(seconds_bcd[7:4]) ,
        .o_hunds(seconds_bcd[11:8]) 
    );
    seven_segment_decoder ints_hours_1 (
        .i_bits(hours_bcd[3:0]) ,
        .o_display(o_hours_1)
    );
    seven_segment_decoder ints_hours_2 (
        .i_bits(hours_bcd[7:4]) ,
        .o_display(o_hours_2)
    );
    seven_segment_decoder ints_minutes_1(
        .i_bits(minutes_bcd[3:0]) ,
        .o_display(o_minutes_1)
    );
    seven_segment_decoder ints_minutes_2(
        .i_bits(minutes_bcd[7:4]) ,
        .o_display(o_minutes_2)
    );
    seven_segment_decoder inst_seconds_1(
        .i_bits(seconds_bcd[3:0]) ,
        .o_display(o_seconds_1)
    );
    seven_segment_decoder inst_seconds_2(
        .i_bits(seconds_bcd[7:4]) ,
        .o_display(o_seconds_2)
    );
endmodule
module seven_segment_decoder #(parameter COMMON_ANODE=1)(
    input      [3:0] i_bits ,
    output reg [6:0] o_display 
);
    always @(*)
    begin
        case (i_bits)
            4'b0000: o_display = 7'b0111111 ;  
            4'b0001: o_display = 7'b0000110 ;  
            4'b0010: o_display = 7'b1011011 ;  
            4'b0011: o_display = 7'b1001111 ;  
            4'b0100: o_display = 7'b1100110 ;  
            4'b0101: o_display = 7'b1101101 ;  
            4'b0110: o_display = 7'b1111101 ;  
            4'b0111: o_display = 7'b0000111 ;  
            4'b1000: o_display = 7'b1111111 ;  
            4'b1001: o_display = 7'b1101111 ;  
            4'b1010: o_display = 7'b1110111 ;  
            4'b1011: o_display = 7'b1111100 ;  
            4'b1100: o_display = 7'b0111001 ;  
            4'b1101: o_display = 7'b1011110 ;  
            4'b1110: o_display = 7'b1111001 ;  
            4'b1111: o_display = 7'b1110001 ;  
            default: o_display = 7'b0000000 ;  
        endcase
        if(COMMON_ANODE)
         o_display = ~o_display ;
    end
endmodule
### ./run.sh
#!/bin/bash
# OpenROAD 26Q1-2900-gdf79404cd8, Yosys 0.63+post, stock flow scripts
make -C /OpenROAD-flow-scripts/flow DESIGN_CONFIG=/design/flow/config.mk WORK_HOME=/design/flow/orfs finish
### ./config.mk
export PLATFORM = sky130hd
export DESIGN_NAME = Top
export DESIGN_NICKNAME = Top
export VERILOG_FILES = /design/flow/design.v
export SDC_FILE = /design/flow/constraint.sdc
export NUM_CORES = 4
export LEC_CHECK = 1
export CORE_UTILIZATION = 50
### ./constraint.sdc
current_design Top

set clk_period 4.9
set clk_io_pct 0.2

create_clock -name clk0 -period $clk_period [get_ports {i_clk}]

set non_clock_inputs [all_inputs -no_clocks]
set_input_delay [expr $clk_period * $clk_io_pct] -clock clk0 $non_clock_inputs
set_output_delay [expr $clk_period * $clk_io_pct] -clock clk0 [all_outputs]
==> run_results.csv <==
group,metric,value,unit
global_routing,grt_max_degree,46,
place,place_ws,-0.518,ns
clock_network,insertion_delay,0.29,ns
place,dp_hpwl,5.35,mm
yosys,synth.distinct_cells,52,
final_timing,finalCriticalPeriod,5.50,ns
final_timing,fmax,182,MHz
layout,seqCellArea,0.00113,mm^2
final_timing,grt_setup_unrepaired,"yes",
drt,detail_route.first_pass.iterations,4,
final_timing,setup_viol,13,
floorplanning,initCoreUtil,52.6,%
drt,drc,0,
clock_network,htree_levels,2,
floorplanning,ios,44,
floorplanning,core_area,0.00694,mm^2
clock_network,clockBufferDepth,2,
yosys,netlist_area,0.00366,mm^2
drt,dr.first_iter.drc_count,116,
final_timing,clock_skew,0.0104,ns
layout,area_growth,40.8,%
run_status,status,"finished, violations left",
power_and_ir_drop,p_sw,128,uW
layout,drive_above_1_share,28.8,%
job,warning_count,60,
clock_network,hold_buffers,0,
run_status,violations,"setup timing",
global_routing,grt_pass1_wl,13.2,mm
yosys,edf_count,0,
power_and_ir_drop,p_comb_share,1.3,%
drt,vias_per_cell,5.28,
global_routing,grt.overflow.total,0,
yosys,synthArstFlopShare,100,%
yosys,yosys_warnings,5,
final_timing,finalCritPeriodShare,112,%
final_timing,slew_violations,0,
clock_network,cts.clk_slew.worst_paths,0.08,ns
clock_network,root_buffer,"clkbuf_8",
power_and_ir_drop,ir_worst_vdd,0.000222,V
floorplanning,die_x,87.5,um
yosys,yosysCellCount,431,
floorplanning,dieHeight,87.5,um
power_and_ir_drop,pwr-share-clk,43.1,%
power_and_ir_drop,internal_power,539,uW
power_and_ir_drop,power_density,129,mW/mm^2
clock_network,clock-sinks,45,
clock_network,cts_buffers,5,
clock_network,cts_tree,"yes",
job,maxCapViolCount,0,
place,dp.cells,595,
layout,final_util,74.1,%
layout,final_area,0.00515,mm^2
critical_path,endpoint_kind,"output port",
place,place_area,0.00459,mm^2
layout,logic_area,0.00271,mm^2
hold_path,hold_class,"reg2reg",
yosys,ys_seq_share,30.8,%
critical_path,critPathLaunchType,"flop",
layout,fillCellCount,463,
drt,vias,3324,
yosys,syn-mean-instance-area,8.48,um^2
yosys,ys.flops,45,
critical_path,crit_fanout,5,
layout,stdcell_count,630,
power_and_ir_drop,p_sw_share,19.2,%
critical_path,crit_arrival,4.52,ns
yosys,syn_inst,431,
floorplanning,die_area,0.00766,mm^2
floorplanning,num_rows,30,
place,portBuffers,43,
power_and_ir_drop,p_leak,0.00237,uW
global_routing,grt_usage,21.8,%
critical_path,worstPathRequired,3.92,ns
global_routing,antenna_found_initial,0,
drt,routedWlPerCell,12.5,um
drt,ant_nets,0,
yosys,ys_chip_area,0.00366,mm^2
global_routing,first_global_vias,3019,
final_timing,worst_pin_slew,0.675,ns
final_timing,hold_viol_final,0,
critical_path,crit_type,"reg2out",
power_and_ir_drop,seqPwrFrac,55.7,%
place,place_congestion,0.920,
final_timing,relSlewSlack,54.6,%
final_timing,setup_slack,-0.596,ns
yosys,flop_cell,"dfrtp_1",
drt,wirelength,7.89,mm
drt,diodes,0,
-- per-layer routing --
layer	share of wire, %	track usage, %
met5	0	0
met2	47	34.8
met3	2.5	2.60
met1	50	34.8
met4	0.72	1.94
-- area by class of cell --
cell class                      instances  area share, %
Clock buffer                            7           1.68
Clock inverter                          1          0.583
Inverter                               27           2.16
Multi-Input combinational cell        343           52.6
Sequential cell                        45           21.9
Tap cell                               96           2.33
Timing Repair Buffer                  111           18.7
-- through the flow --
step	hold WS, ns	TNS, ns	total power, uW
final	0.499	-6.08	666
after global routing	0.522	-8.82	691
after CTS	0.500	-5.91	676
after detailed placement	0.484	-5.66	387
after global placement	0.472	-4.79	387
after floorplan	0.453	-1.62	384
-- cell usage in the layout, fill, tap and decap left out, drive strengths merged, types with 5 or more instances in the layout --
cell type,n
a21oi,16
and2,5
and3,10
buf,79
clkbuf,7
clkdlybuf4s50,30
dfrtp,45
ha,47
inv,26
nand2,54
nand2b,5
nand3,22
nand4,6
nor2,51
nor3,5
o21ai,31
o22ai,8
o31ai,6
or3,6
xnor2,8
xor2,16
-- repair_timing --
item                                    4_1_cts  5_1_grt
gates resized                                82       16
gates cloned                                  0        0
setup buffers                                16       14
pin swaps                                    23       12
endpoints found under the setup margin       13       13
-- cell usage after synthesis, types with 8 or more instances --
library cell / instances / area (um^2)
a21oi_1: 16 / 80.1
and3_1: 10 / 62.6
clkbuf_1: 9 / 33.8
dfrtp_1: 45 / 1130
ha_1: 47 / 588
inv_1: 27 / 101
nand2_1: 52 / 195
nand3_1: 22 / 110
nor2_1: 50 / 188
o21ai_0: 30 / 150
xnor2_1: 8 / 70.1
xor2_1: 16 / 140
-- kinds of logic (layout without fill, tap and decap cells) --
kind of cell / Yosys count / in the layout / synth area share [%]
compound gates: 83 / 83 / 14.6
buf+inv: 43 / 146 / 5.03
mux: 10 / 10 / 3.90
simple gates: 179 / 179 / 23.8
flops: 45 / 45 / 30.8
xor+xnor: 24 / 24 / 5.75
fa+ha+maj: 47 / 47 / 16.1
-- state kept, by name, indices dropped and copies added, names as in the netlist --
register,cells
timer_inst.o_seconds,6
timer_inst.counter,26
timer_inst.o_hours,7
timer_inst.o_minutes,6
-- power by group through the flow --
stage                 Clock [uW]  Sequential, uW  Combinational, uW
after CTS                    296             371               9.06
after global routing         310             371               10.2
final                        287             371               8.33
-- worst paths after layout --
kind | end | from | slack, ns | cells past startpoint
worst max register to register | timer_inst.o_hours[3]$_DFFE_PP0P_ | timer_inst.counter[12]$_DFF_PP0_ | 2.43 | 8
worst min-delay path | timer_inst.counter[16]$_DFF_PP0_ | timer_inst.counter[16]$_DFF_PP0_ | 0.50 | 1
min in group asynchronous | timer_inst.counter[18]$_DFF_PP0_ | i_rst | 1.13 | 3
max in group asynchronous | timer_inst.o_minutes[0]$_DFFE_PP0P_ | i_rst | 3.39 | 3
worst min register to register | timer_inst.counter[16]$_DFF_PP0_ | timer_inst.counter[16]$_DFF_PP0_ | 0.50 | 1
worst max-delay path | o_hours_1[3] | timer_inst.o_hours[4]$_DFFE_PP0P_ | -0.60 | 25
-- critical path, stage by stage, from the launching register on --
cell      delay [ns]
dfrtp_1         0.37
inv_2           0.06
ha_4            0.16
inv_4           0.05
ha_4            0.12
or2b_1          0.23
o21ai_2         0.18
inv_2           0.09
ha_4            0.17
nand2b_4        0.13
and4_1          0.19
a211o_1         0.23
a211o_1         0.26
mux2i_4         0.16
inv_1           0.07
ha_2            0.18
inv_2           0.08
ha_4            0.15
a21oi_4         0.03
nand2b_4        0.17
mux2i_4         0.17
buf_12          0.15
buf_6           0.09
ha_4            0.19
mux4_2          0.44
buf_2           0.12
Power and IR drop assume default switching activity.
